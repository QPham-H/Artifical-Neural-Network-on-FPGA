$ cat /design/flow/config.mk
export PLATFORM = sky130hd
export DESIGN_NAME = Color_Mapper
export DESIGN_NICKNAME = Color_Mapper
export VERILOG_FILES = /design/flow/design.v
export SDC_FILE = /design/flow/constraint.sdc
export NUM_CORES = 4
export LEC_CHECK = 1
export CORE_AREA = 10 10 92 92
export DIE_AREA = 0 0 102 102
$ cat /design/flow/design.v
module Color_Mapper ( input  [9:0] oVGA_R, oVGA_B, oVGA_G,
										     Draw_X, Draw_Y,
							 input 		  Clk, RST,
							 output [7:0] VGA_Red, VGA_Blue, VGA_Green,
							 output 		  Get_done, RstH, Get,
							 output		  x_values);
    logic box_on, inside_box;
    logic [7:0] Red, Green, Blue, bw_R, bw_G, bw_B;
	 logic Get_done_in, RstH_in, Get_in, Xs_out_in;
	 int vga_R_int, vga_B_int, vga_G_int, average_color;
	 assign vga_R_int = oVGA_R;
	 assign vga_B_int = oVGA_B;
	 assign vga_G_int = oVGA_G;
	 assign average_color = (vga_R_int + vga_B_int + vga_G_int)/3;
    assign VGA_Red = Red;
    assign VGA_Green = Green;
    assign VGA_Blue = Blue;
	assign Get = Get_in;
	assign Get_done = Get_done_in;
	assign RstH = RstH_in;
    always_comb
    begin : can_draw_box
		  if ( (Draw_X >= 10'd266 && Draw_X <= 10'd270 && Draw_Y >= 10'd156 && Draw_Y <= 10'd324) || 
				 (Draw_X >= 10'd370 && Draw_X <= 10'd374 && Draw_Y >= 10'd156 && Draw_Y <= 10'd324) || 
				 (Draw_Y >= 10'd156 && Draw_Y <= 10'd160 && Draw_X <= 10'd374 && Draw_X >= 10'd266) || 
				 (Draw_Y >= 10'd320 && Draw_Y <= 10'd324 && Draw_X <= 10'd374 && Draw_X >= 10'd266) )
				box_on = 1'b1;
		  else 
            box_on = 1'b0;
    end
	logic x_values_in;
	assign x_values = x_values_in;
	 always_comb
    begin : black_and_white_inside
		Get_in = 1'b0;
		Get_done_in = 1'b0;
		RstH_in = 1'b0;
		inside_box = 1'b0;
		if(Draw_X == 10'd268 && Draw_Y == 10'd160)
			RstH_in = 1'b1;
		if(Draw_X == 10'd269 && Draw_Y == 10'd160)
			begin
			Get_in = 1'b1;
			end	
		else if ( Draw_X>= 10'd270 && Draw_X < 10'd370 && Draw_Y >= 10'd160 && Draw_Y < 10'd320 ) 
			begin
			inside_box = 1'b1;
			if( (Draw_X + Draw_Y)%2 == 0 )
				Get_in = 1'b1;
			end
		else if( Draw_X == 10'd370 && Draw_Y == 10'd319)
			begin
			Get_done_in = 1'b1;
			end
    end
    always_comb
    begin : RGB_Display
	 x_values_in = 1'b1;
	 Red = oVGA_R[9:2]; 
    Green = oVGA_G[9:2];
    Blue = oVGA_B[9:2];
        if ((box_on == 1'b1)) 
        begin
            Red = 8'h00;
            Green = 8'hff;
            Blue = 8'h00;
        end
        else if (inside_box == 1'b1)
		  begin
				if(average_color <= 128)  
				begin
					Red = 8'h00;
					Green = 8'h00;
					Blue = 8'h00;
					x_values_in = 1'b0;
				end
				else
				begin
					Red = 8'hff;
					Green = 8'hff;
					Blue = 8'hff;
					x_values_in = 1'b1;
				end
		  end
	 end
endmodule
$ cat /design/flow/run.sh
#!/bin/bash
# OpenROAD 26Q1-2900-gdf79404cd8, Yosys 0.63+post, stock flow scripts
make -C /OpenROAD-flow-scripts/flow DESIGN_CONFIG=/design/flow/config.mk WORK_HOME=/design/flow/orfs finish
$ cat /design/flow/constraint.sdc
current_design Color_Mapper

set clk_period 8.9
set clk_io_pct 0.2

create_clock -name clk0 -period $clk_period

set non_clock_inputs [all_inputs -no_clocks]
set_input_delay [expr $clk_period * $clk_io_pct] -clock clk0 $non_clock_inputs
set_output_delay [expr $clk_period * $clk_io_pct] -clock clk0 [all_outputs]
==> qor.txt <==
Final worst setup slack -> -0.461 ns
Fmax -> 0.107 GHz
Total gr overflow -> 0
Yosys Chip Area -> 0.00192 mm^2
Post-Place Setup Slack -> -1.50 ns
CTS hold repair buffers -> 0
RePlAce Congestion -> 0.928
Count of endpoints failing setup in the final report -> 25
Total track usage -> 13.6%
Routed wire per std cell -> 14.6 um
Post-Syn Area -> 0.00192 mm^2
Layout cell share with drive strength beyond 1 -> 42.4%
Arr. time, crit path -> 7.58 ns
Maximum vdd drop -> 0.0000637 V
OpenROAD warning count -> 37
CP max stage delay -> 0.52 ns
Iter 0 DRT Violations -> 101
Fillers -> 590
Routed Antenna Nets -> 0
Least-Margin Pin Slew -> 0.699 ns
Synth Seq Share -> 0%
Final max-slew violation count -> 0
Register Area -> 0 um^2
DR vias/cell -> 5.04
DP HPWL -> 5990 um
Initial antenna violation count -> 0
Critical path buffers and inverters -> 5
DR vias -> 2575
First-pass GRT wire length -> 12000 um
Clk_buf instances -> 0
Drt total wl -> 7480 um
Final period util -> 105%
Buffers on Ports -> 78
Row count -> 29
Worst-path maximum fanout -> 7
Rel. slew slack -> 52.9%
Pre-Place Util -> 29.7%
Layout area overhead -> 87.3%
Unique masters post-synth -> 67
CP delay by family, top -> AND-OR/OR-AND gates
Largest area contributor in the netlist -> fa_1
Vias in the first global route -> 2459
Main area contributors -> fa_1 (11%), o21a_1 (10%), ha_1 (7.2%)
Result of the run -> finished with violations
Slowest CP cell -> fa_1
Die span in y -> 102 um
Warnings from Yosys -> 1
Fin crit period -> 9.36 ns
Worst EP required -> 7.12 ns
Syn avg cell area -> 7.02 um^2
Leak pwr -> 1.60 nW
Drt pass-1 iters -> 5
Top cell area share -> 11.5%
Hold slack -> 3.83 ns
RSZ-0062 raised after global routing -> yes
Die ar. -> 0.0104 mm^2
Core area -> 0.00646 mm^2
Pin count of the biggest net entering global routing -> 20
IO Pins -> 80
Synthesized instance count -> 273
Startpoint Class -> input pin
Critical Setup Path Class -> input pin to primary output
Pwr/cell area -> 163 mW/mm^2
Final Hold Fails -> 0
Post-route DRC -> 0
Die Width -> 102 um
HP Class -> input pin to primary output
Num sequential -> 0
Failing checks -> setup timing
Critical path capture point type -> primary output
Number of max-cap violations -> 0
Ys cells -> 273
Antenna cells -> 0
Total power draw -> 0.584 mW
==> layout by cell type, fill, tap and decap left out, types with 3 or more instances in the layout <==
cell type,instances
o21ai_0,10
a21oi_1,14
dlygate4sd2_1,9
o21a_1,26
inv_1,13
buf_6,12
fa_1,7
xor2_1,4
a31oi_1,4
nor2b_1,5
nand2b_1,7
a21o_1,5
nor2_1,25
buf_4,83
nor3_1,4
and3_1,4
buf_2,32
ha_4,9
nand2_1,16
nand4_1,5
xnor2_1,4
a21oi_2,4
nand3_1,11
nand3_2,3
fa_2,4
clkdlybuf4s50_1,28
inv_2,6
mux2i_1,3
nor4_1,7
==> layer usage <==
layer | part of all wire (%) | global-route usage (%)
met5 | 0 | 0
met4 | 0.36 | 0.434
met3 | 5.7 | 2.73
met2 | 47 | 23.3
met1 | 47 | 18.4
==> repair_timing <==
action / in CTS / in global routing
pin swaps: 47 / 29
cloned: 1 / 0
endpoints found under the setup margin: 25 / 25
resized: 193 / 14
setup buffers: 23 / 4
==> synthesized netlist by cell type (5+ instances only) <==
cell type	instances
nand2_1	18
ha_1	11
xnor2_1	5
inv_1	18
fa_1	11
nor2_1	25
nor3_1	5
nor4_1	7
nand2b_1	8
clkbuf_1	6
o21a_1	26
nand3_1	13
a21o_1	5
o21ai_0	12
nand4_1	5
a21oi_1	17
nor2b_1	5
==> path summary, 6_finish.rpt <==
check,cells past startpoint,endpoint,from
min,3,VGA_Green[3],oVGA_G[5]
max,30,VGA_Green[2],oVGA_G[5]
==> stage by stage <==
step	setup TNS (ns)	instances	area [um^2]	util, %
after global placement	-36.70	484	3280	50.7
final	-9.89	511	3590	55.6
after CTS	-12.56	507	3530	54.7
after global routing	-17.32	511	3590	55.6
after floorplan	0	273	1920	-
after detailed placement	-36.06	484	3280	50.7
==> kinds of logic (layout without fill, tap and decap cells) <==
kind of cell / Yosys count / in the layout / synth area share, %
AND-OR/OR-AND: 100 / 101 / 38.4
XOR/XNOR: 9 / 9 / 4.11
adder cells (fa/ha/maj): 22 / 22 / 18.7
buffers and inverters: 31 / 191 / 6.85
multiplexers: 4 / 4 / 2.15
AND/OR/NAND/NOR: 107 / 107 / 29.8
==> area by class of cell <==
class / instances / area (um^2) / share of cell area (%)
inverters: 19 / 71.3 / 1.99
multi-input cells: 243 / 2050 / 57.2
well taps: 77 / 96.3 / 2.68
repair buffers: 172 / 1370 / 38.2
==> power breakdown <==
group | switching (mW) | leakage (nW) | internal (mW) | total, mW
combinational | 0.270 | 1.60 | 0.314 | 0.584
sequential | 0 | 0 | 0 | 0
clock | 0 | 0 | 0 | 0
total | 0.270 | 1.60 | 0.314 | 0.584
No activity file was given, so power comes from the tool's default toggle rates.
